===== design/flow/run.sh =====
#!/bin/bash
# OpenROAD 26Q1-2900-gdf79404cd8, Yosys 0.63+post, stock flow scripts
make -C /OpenROAD-flow-scripts/flow DESIGN_CONFIG=/design/flow/config.mk WORK_HOME=/design/flow/orfs finish

===== design/flow/config.mk =====
export PLATFORM = sky130hd
export DESIGN_NAME = Register_File
export DESIGN_NICKNAME = Register_File
export VERILOG_FILES = /design/flow/design.v
export SDC_FILE = /design/flow/constraint.sdc
export NUM_CORES = 4
export LEC_CHECK = 1
export CORE_UTILIZATION = 30

===== design/flow/constraint.sdc =====
current_design Register_File

set clk_period 8.4
set clk_io_pct 0.2

create_clock -name clk0 -period $clk_period [get_ports {clk}]

set non_clock_inputs [all_inputs -no_clocks]
set_input_delay [expr $clk_period * $clk_io_pct] -clock clk0 $non_clock_inputs
set_output_delay [expr $clk_period * $clk_io_pct] -clock clk0 [all_outputs]

===== design/flow/design.v =====
`timescale 1ns / 1ns
`timescale 1ns / 1ns
`timescale 1ns / 1ns
`timescale 1ns/1ns
module Register_File(reg1, reg2, result_WB, src1, src2, dest_wb, writeBackEn, rst, clk);
    input [32-1:0] result_WB;
    input [4-1:0] src1, src2, dest_wb;
    input clk, rst, writeBackEn;
    output [32-1:0] reg1, reg2;
    reg [32-1:0] registerFile [0:16-1];
    integer i;
    initial begin
        for(i = 0; i < 16; i = i + 1) 
            registerFile[i] <= i;
    end
    always@(posedge clk, posedge rst)begin
        if(rst)
            for(i = 0; i < 16; i = i + 1) 
                registerFile[i] <= i;
        else if(writeBackEn)
                registerFile[dest_wb] <= result_WB;
    end
    assign reg1 = registerFile[src1];
    assign reg2 = registerFile[src2];
endmodule

==> flow_summary.json <==
{
  "cts_root_buf": "clkbuf_16",
  "grt_max_degree": 126,
  "place_area_um2": 29400,
  "drv_cap": 0,
  "final_area_um2": 31200,
  "arrival_ns": 5.48,
  "die_h_um": 303,
  "num_vias": 21589,
  "drt_iter0_drc": 1524,
  "hp-class": "reg -> reg",
  "regToRegSetupSlack_ns": 7.58,
  "cts_hold_buf": 0,
  "start_kind": "input port",
  "dieArea_um2": 91900,
  "post_cts_buffers": 0,
  "r2r_end": "registerFile[12][22]",
  "cts_resized": 0,
  "overflow": 0,
  "pwr-share-clk": 0.319,
  "ys_cells": 2333,
  "path_max_fanout": 44,
  "status": "finished, final reports clean",
  "cts-htree-levels": 2,
  "crit_family": "buffers and inverters",
  "cts_tree": "done",
  "p_comb_frac": 0.216,
  "gp_congestion": 0.923,
  "synth_cell_types": 55,
  "seqPwrFrac": 0.465,
  "synth.avg_cell_area_um2": 11.7,
  "holdPathEnd": "registerFile[8][7]",
  "slew_violations": 0,
  "antenna_found_initial": 10,
  "track_usage": 0.227,
  "synthArstFlopShare": 1.00,
  "max_freq_ghz": 0.140,
  "ctsLongestPathBuffers": 3,
  "critPathBufInv": 4,
  "coreArea_um2": 89900,
  "max_stage_delay_ns": 0.78,
  "finalSetupTns_ns": 0,
  "via_per_inst": 6.07,
  "pre_cts_slack_ns": 1.37,
  "fp_util": 0.303,
  "wl_per_cell_um": 28.3,
  "final_cell_mix": "506 x mux2_2, 480 x dfrtp_1, 166 x a22oi_1",
  "tightest_slew_ns": 0.985,
  "io_pins": 111,
  "power_density_nw_per_um2": 243,
  "reg.largest.list": "registerFile (512)",
  "dp_hpwl_mm": 59.7,
  "crit_chain": "buf_4, buf_4, nand2b_1, nor2_2, buf_4, o2bb2ai_1, nand2_1, a31oi_1, clkdlybuf4s50_1",
  "mostFrequentLayoutCell": "mux2_2",
  "io_buffers": 110,
  "rr_worst_depth": 1,
  "critPathRequiredTime_ns": 6.72,
  "finalClockSkew_ns": 0,
  "fin_util": 0.347,
  "tool_warnings": 30,
  "min_from": "registerFile[8][7]",
  "rsz0062_at_grt": "false",
  "power.leakage_nw": 12.6,
  "ys_warn_count": 2,
  "hold_slack_ns": 0.506,
  "cts_inserted_buffers": 52,
  "critPathSlowestCell": "nor2_2",
  "top_register": "registerFile",
  "syn-cell-area_um2": 27200,
  "largest_reg_flops": 512,
  "final_hold_viol_count": 0,
  "crit_type": "in -> out",
  "first_pass_iters": 8,
  "endpoint_kind": "output port",
  "die_w_um": 303,
  "grt_pass1_wl_mm": 149,
  "std_cell_rows": 110,
  "route.detailed.drc": 0,
  "grt_pass1_vias": 21962,
  "total_power_mw": 7.59,
  "hold_depth": 1,
  "swShare": 0.291,
  "finalCritPeriodShare": 0.852,
  "drive_gt1_frac": 0.327,
  "vdd_drop_max_uv": 139,
  "numSynthFlops": 512,
  "cts_num_sinks": 512,
  "syn_inst": 2333,
  "edf_count": 0,
  "fin_ws_ns": 1.24,
  "ant_nets": 0,
  "timing.rr.start": "registerFile[12][22]",
  "ys_chip_area_um2": 27200,
  "clk_latency_ns": 0.61,
  "drt-total-wl_mm": 101,
  "switching_power_mw": 2.21,
  "ff_type": "dfrtp_1",
  "p_int_mw": 5.39,
  "cp_common_cell": "buf_4",
  "max-slew-margin-rel": 0.342,
  "setup_viol": 0,
  "path_clk_slew_ns": 0.06,
  "ys_seq_share": 0.472,
  "finalNonFillerCells": 3556,
  "area_growth_pct": 14.7,
  "period_needed_ns": 7.16,
  "placed_cells": 3459
}
cell families (layout without fill, tap and decap cells):
group	after synthesis	in the layout	share of synthesized area
AOI/OAI and AO/OA	627	627	0.165
buffers and inverters	271	317	0.0451
DFF	512	512	0.472
muxes	628	628	0.269
other	0	1	0
and+or+nand+nor	295	295	0.0481
power by group through the flow:
stage | Sequential [mW] | Combinational (mW) | Clock, mW
CTS | 3.52 | 1.64 | 2.46
global route | 3.61 | 1.78 | 2.55
finish | 3.53 | 1.64 | 2.42
cells in the mapped netlist, drive strengths merged (3+ instances only):
library cell  number  area share
a221oi            55       0.018
o2bb2ai           25      0.0080
nand3             13      0.0024
inv               35      0.0048
dfstp             32       0.031
a211oi            26      0.0072
a21o               8      0.0022
mux2i             75       0.028
mux4              31       0.026
o22ai            106       0.024
clkbuf           104       0.014
a221o              6      0.0022
a32oi              6      0.0019
a22o              55       0.018
o32ai              6      0.0019
nand2b            11      0.0025
nor3               6      0.0013
o22a               4      0.0013
a21oi             61       0.011
and3              11      0.0025
o32a               5      0.0018
a31oi             28      0.0064
mux2             522        0.22
dfrtp            480        0.44
a2111oi            3     0.00097
buf              132       0.026
nor2             143       0.020
a22oi            166       0.046
a311oi             3     0.00097
o21ai             55       0.010
nand4              3     0.00069
nand3b             3     0.00083
nand2             70      0.0097
nor2b             19      0.0046
and2               7      0.0017
or3                7      0.0016
worst max path at each step:
stage	startpoint	end	slack, ns	depth (start not counted)
CTS	src1[1]	reg1[20]	1.36	9
global route	src1[1]	reg1[15]	1.17	9
finish	src1[1]	reg1[20]	1.24	9
routing by layer:
metal	GRT usage	vias to the layer above	share of wire
met5	0.00207	-	0.0010
met4	0.0946	16	0.054
met3	0.0955	346	0.12
met2	0.338	1367	0.45
met1	0.296	10968	0.38
li1	-	8892	-
layout make-up:
cell class	instances	area, um^2
diodes	1	2.50
fillers	8479	58700
multi-input cells	1550	13300
repair buffers	186	1680
inverters	35	135
well taps	1176	1470
flip-flops and latches	512	12900
clock inverters	20	211
clock buffers	76	1560
Power is estimated from default activity; no workload was simulated.
