### flow/design.v
`timescale 1ns / 1ns
`timescale 1ns / 1ns
`timescale 1ns / 1ns
`timescale 1ns/1ns
module Instruction_Memory(rst, addr, read_instruction);
    input [32 - 1 : 0] addr;
    input rst;
    output [32 - 1 : 0] read_instruction; 
    reg[7 : 0] instruction[0:2048 - 1];
    assign read_instruction = {instruction[addr], instruction[addr + 1], instruction[addr + 2], instruction[addr + 3]};
    always @(posedge rst) begin
        if (rst) 
        begin
            {instruction[0], instruction[1], instruction[2], instruction[3]} <= 32'b1110_00_1_1101_0_0000_0000_000000010100;       
            {instruction[4], instruction[5], instruction[6], instruction[7]} <= 32'b1110_00_1_1101_0_0000_0001_101000000001;       
            {instruction[8], instruction[9], instruction[10], instruction[11]} <= 32'b1110_00_1_1101_0_0000_0010_000100000011;    
            {instruction[12], instruction[13], instruction[14], instruction[15]} <= 32'b1110_00_0_0100_1_0010_0011_000000000010;  
            {instruction[16], instruction[17], instruction[18], instruction[19]} <=  32'b1110_00_0_0101_0_0000_0100_000000000000;  
            {instruction[20], instruction[21], instruction[22], instruction[23]} <= 32'b1110_00_0_0010_0_0100_0101_000100000100;  
            {instruction[24], instruction[25], instruction[26], instruction[27]} <= 32'b1110_00_0_0110_0_0000_0110_000010100000;  
            {instruction[28], instruction[29], instruction[30], instruction[31]} <= 32'b1110_00_0_1100_0_0101_0111_000101000010;  
            {instruction[32], instruction[33], instruction[34], instruction[35]} <= 32'b1110_00_0_0000_0_0111_1000_000000000011;  
            {instruction[36], instruction[37], instruction[38], instruction[39]} <= 32'b1110_00_0_1111_0_0000_1001_000000000110;  
            {instruction[40], instruction[41], instruction[42], instruction[43]} <= 32'b1110_00_0_0001_0_0100_1010_000000000101;  
            {instruction[44], instruction[45], instruction[46], instruction[47]} <= 32'b1110_00_0_1010_1_1000_0000_000000000110;  
            {instruction[48], instruction[49], instruction[50], instruction[51]} <= 32'b0001_00_0_0100_0_0001_0001_000000000001;  
            {instruction[52], instruction[53], instruction[54], instruction[55]} <= 32'b1110_00_0_1000_1_1001_0000_000000001000;  
            {instruction[56], instruction[57], instruction[58], instruction[59]} <= 32'b0000_00_0_0100_0_0010_0010_000000000010;  
            {instruction[60], instruction[61], instruction[62], instruction[63]} <= 32'b1110_00_1_1101_0_0000_0000_101100000001;  
            {instruction[64], instruction[65], instruction[66], instruction[67]} <= 32'b1110_01_0_0100_0_0000_0001_000000000000;  
            {instruction[68], instruction[69], instruction[70], instruction[71]} <= 32'b1110_01_0_0100_1_0000_1011_000000000000;  
        end
    end
endmodule
### flow/run.sh
#!/bin/bash
# OpenROAD 26Q1-2900-gdf79404cd8, Yosys 0.63+post, stock flow scripts
make -C /OpenROAD-flow-scripts/flow DESIGN_CONFIG=/design/flow/config.mk WORK_HOME=/design/flow/orfs finish
### flow/config.mk
export PLATFORM = sky130hd
export DESIGN_NAME = Instruction_Memory
export DESIGN_NICKNAME = Instruction_Memory
export VERILOG_FILES = /design/flow/design.v
export SDC_FILE = /design/flow/constraint.sdc
export NUM_CORES = 4
export LEC_CHECK = 1
export CORE_UTILIZATION = 30
### flow/constraint.sdc
current_design Instruction_Memory

set clk_period 8.5
set clk_io_pct 0.2

create_clock -name clk0 -period $clk_period [get_ports {rst}]

set non_clock_inputs [all_inputs -no_clocks]
set_input_delay [expr $clk_period * $clk_io_pct] -clock clk0 $non_clock_inputs
set_output_delay [expr $clk_period * $clk_io_pct] -clock clk0 [all_outputs]
==> ds_physical_params.txt <==
Physical implementation characteristics

Parameter                              Value

Run status
  Result of the run    completed

Finish
  Layout cells sized above 1    9.128%
  Area grow syn2layout    9.323%
  Register area    0 sq um
  Number of clock buffer instances in the layout    0
  Number of fill cells in the layout    1,679
  Non-Filler Instances    933
  Sequential cell count of the final layout    0

GRT
  Largest net degree at the start of global routing    50
  Global-route usage over all layers    24.88%
  Via count of the first global-routing pass    5,586
  Number of antenna violations at the first check in global routing    0
  Residual overflow from global routing    0
  Global-route wire length before repair    31.40 mm

Logic synthesis
  Post-synthesis cell type with the largest combined area    sky130_fd_sc_hd__nand2_1
  Top post-synthesis cells by area    sky130_fd_sc_hd__nand2_1 6.8%, sky130_fd_sc_hd__o21ai_0 6.6%, sky130_fd_sc_hd__nor2_1 6.2%
  Syn_area_per_cell    6.144 sq um
  Cell total in the yosys stat output    758
  Chip Area, Yosys    4657 sq um
  Largest type area fraction    6.771%
  Share of synthesized area occupied by flip-flops and latches    0%
  Instance tally after logic synthesis    758
  Area of the mapped netlist    4657 sq um
  YS warnings    15,810
  Unique cell types    96

Final timing
  Setup_tns    0 ns
  Transition time at the pin with the least slew margin    0.9433 ns
  Highest achievable clock rate    0.1363 GHz
  Hold violation count in the final report    0
  Post-route clock period utilization    86.34%
  Time the final worst path needs with I/O delays and setup    7.339 ns
  RSZ-0062 raised after global routing    false
  Worst slew margin    36.69%
  Final max-slew violation count    0
  Post-route worst hold slack    4.363 ns
  Final setup vio count    0

Setup path
  Category of the worst setup path launch point    input port
  Critical setup path kind    input port to output pin
  Worst path required time    6.80 ns
  Cell type of the slowest stage on the worst timing path    sky130_fd_sc_hd__a311oi_1
  Critical-path cell list    clkdlybuf4s50_1, buf_4, nor2_1, nand2_1, a311oi_1, a21oi_1, nor4_1, a311oi_1, a21boi_0, o31ai_1, clkdlybuf4s50_1
  Critical Path Sink Type    output pin
  Largest incremental delay on the critical path    0.82 ns
  Crit path max fanout    15
  Category of cells accounting for the largest share of critical-path delay    buffers and inverters
  Arr. time, crit path    5.64 ns
  Count of buffer and inverter cells on the critical path    3

Placed design
  Post-placement cell count    933
  Post-detailed-placement half-perimeter wirelength    14.13 mm
  Tally of buffers added on design ports    43
  Gpl congestion    0.9964

Die
  Fp_density    30.63%
  Die outline height    126.6 microns
  Num rows    45
  Horizontal die size    126.6 microns
  Area of the chip    16,030 sq um
  Core ar.    15,200 sq um
  Number of primary I/O pins    65

Job
  Max-cap violation count    0
  Count of warning messages emitted by the tools    50

Power
  Total internal power    0.06625 mW
  Switching share of power    69.46%
  Switching power summed over all nets    0.1507 mW
  IR drop worst, VDD    0.00001838 V
  Sequential Power Share    0%
  Share of power burned in combinational logic    100.0%
  Part of the power in the clock network    0%
  Static power due to leakage    1.620 nW
  Areal power density over the cells    42.60 nW/um^2

CTS
  Post-CTS Setup Bufs    0
  Number of gates given a new drive strength after cts    0
  CTS hold repair buffers    0

Routing
  Post-DRT Antenna Nets    0
  Vias per Instance    6.777
  Post-DR wirelength/cell    21.53 microns
  Diodes inserted    0
  Number of vias in the routed layout    6,323
  Number of remaining DRC errors    0
  Final wirelength    20.09 mm
  Pre-antenna DRT Iters    6
  Initial DRC count    929

Min path
  Min-delay worst type    input port to output pin
-- stage by stage --
step / power [mW] / cell area [sq um] / util, % / setup slack [ns]
after floorplan: 0.1489 / 4657 / - / 2.601
after global placement: 0.2096 / 5091 / 33.49 / 1.276
after detailed placement: 0.2084 / 5091 / 33.49 / 1.326
after CTS: 0.2090 / 5091 / 33.49 / 1.323
after global routing: 0.2310 / 5091 / 33.49 / 0.8789
final: 0.2169 / 5091 / 33.49 / 1.161
-- synthesized netlist by cell type (all sizes together), types with 6 or more instances --
cell type and count:
mux2i 10, and2 12, a22oi 6, a211o 7
and3 10, buf 50, nor4 11, o32ai 9
a32oi 8, nand3 33, inv 7, o221ai 6
nor2b 10, o21ai 65, nand4 19, nor2 77
nand2b 15, a221oi 6, o22ai 10, clkbuf 32
o211ai 8, o31ai 13, a2111oi 9, nor3 32
o41ai 6, xnor2 24, nand2 85, a31oi 14
o2111ai 7, a21oi 44, a211oi 12, or3 10
-- worst min-delay path: stages --
cell                              delay, ns
sky130_fd_sc_hd__buf_2                 0.11
sky130_fd_sc_hd__buf_4                 0.21
sky130_fd_sc_hd__a21oi_1               0.16
sky130_fd_sc_hd__o31ai_1               0.07
sky130_fd_sc_hd__clkdlybuf4s50_1       0.40
-- layer usage --
metal	global-route usage, %	wire (microns)	vias to the layer above
li1	-	-	2912
met1	35.90	8243	2884
met2	37.28	8706	451
met3	3.180	2274	76
met4	10.42	865	0
met5	0	0	-
-- final timing paths --
check             startpoint                    to  slack, ns  cells after the start
setup / recovery     addr[6]  read_instruction[20]       1.16                     11
hold / removal       addr[2]   read_instruction[3]       4.36                      5
-- final cells by class --
type | count | area, sq um | area share, %
multi-input cells | 669 | 4234 | 83.17
repair buffers | 69 | 595.6 | 11.70
inverters | 7 | 26.28 | 0.5161
well taps | 188 | 235.2 | 4.620
-- power by group through the flow --
stage | Clock [mW] | Sequential (mW) | Combinational, mW
finish | 0 | 0 | 0.217
CTS | 0 | 0 | 0.209
global route | 0 | 0 | 0.231
-- cells by family after synthesis --
family	count (synthesis)	synth area share (%)
XOR/XNOR	27	6.126
AND/OR/NAND/NOR	341	36.84
multiplexers	12	2.633
AND-OR/OR-AND	286	44.41
buffers and inverters	89	9.242
adder cells (fa/ha/maj)	3	0.7522
-- cells in the final DEF, fill, tap and decap left out, types with 6 or more instances in the layout --
master,count
sky130_fd_sc_hd__xnor2_1,19
sky130_fd_sc_hd__o31ai_1,12
sky130_fd_sc_hd__and3_1,9
sky130_fd_sc_hd__a2111oi_0,8
sky130_fd_sc_hd__nand4_1,18
sky130_fd_sc_hd__buf_2,6
sky130_fd_sc_hd__and2_1,11
sky130_fd_sc_hd__mux2i_1,10
sky130_fd_sc_hd__o21ai_0,61
sky130_fd_sc_hd__a22oi_1,6
sky130_fd_sc_hd__nor4_1,11
sky130_fd_sc_hd__nand2_1,84
sky130_fd_sc_hd__o2111ai_1,6
sky130_fd_sc_hd__o22ai_1,10
sky130_fd_sc_hd__nor3_1,31
sky130_fd_sc_hd__a211o_1,7
sky130_fd_sc_hd__o211ai_1,7
sky130_fd_sc_hd__nor2_1,77
sky130_fd_sc_hd__a211oi_1,10
sky130_fd_sc_hd__a21oi_1,42
sky130_fd_sc_hd__o32ai_1,8
sky130_fd_sc_hd__or3_1,10
sky130_fd_sc_hd__nand3_1,33
sky130_fd_sc_hd__a31oi_1,13
sky130_fd_sc_hd__buf_4,26
sky130_fd_sc_hd__nor2b_1,10
sky130_fd_sc_hd__o221ai_1,6
sky130_fd_sc_hd__nand2b_1,15
sky130_fd_sc_hd__clkdlybuf4s50_1,37
sky130_fd_sc_hd__a32oi_1,8
Power is estimated from default activity; no workload was simulated.
