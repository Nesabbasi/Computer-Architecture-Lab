$ cat run.sh
#!/bin/bash
# OpenROAD 26Q1-2900-gdf79404cd8, Yosys 0.63+post, stock flow scripts
make -C /OpenROAD-flow-scripts/flow DESIGN_CONFIG=/design/flow/config.mk WORK_HOME=/design/flow/orfs finish
$ cat config.mk
export PLATFORM = sky130hd
export DESIGN_NAME = SRAM
export DESIGN_NICKNAME = SRAM
export VERILOG_FILES = /design/flow/design.v
export SDC_FILE = /design/flow/constraint.sdc
export NUM_CORES = 4
export LEC_CHECK = 1
export CORE_UTILIZATION = 30
export SYNTH_MEMORY_MAX_BITS = 65536
$ cat constraint.sdc
current_design SRAM

set clk_period 149.8
set clk_io_pct 0.2

create_clock -name clk0 -period $clk_period [get_ports {clk}]

set non_clock_inputs [all_inputs -no_clocks]
set_input_delay [expr $clk_period * $clk_io_pct] -clock clk0 $non_clock_inputs
set_output_delay [expr $clk_period * $clk_io_pct] -clock clk0 [all_outputs]
$ cat design.v
`timescale 1ns / 1ns
`timescale 1ns / 1ns
`timescale 1ns / 1ns
`timescale 1ns/1ns
module SRAM(
    input clk, rst,
    input SRAM_WE_N,
    input [17:0] SRAM_ADDR,
    inout [15:0] SRAM_DQ
);
    reg [15:0] memory [0:511];
    assign #1 SRAM_DQ = (SRAM_WE_N == 1'b1) ? memory[SRAM_ADDR] : 16'dz;
    always @(negedge clk) begin
        if (SRAM_WE_N == 1'b0) begin
            memory[SRAM_ADDR] = SRAM_DQ;
        end
    end
endmodule
==> job_summary.md <==
### Metrics collected by this job

| Metric | Value |
|---|---|
| Outcome | `stopped before the end` |
| Last stage the flow got to | `4_1_cts` |
| First error line in the log | `[error] [KeplerFormal.cpp:679] Workflow failed: Iso has multiple drivers: .SRAM_DQ11, place1603.X0` |
| # placed instances | `about 29k` |
| Proportion of synthesized flip-flops having asynchronous set or reset | `0` |
| Library cell occupying the most area in the post-synthesis netlist | `sky130_fd_sc_hd__edfxtp_1` |
| Syn Area/Cell | `about 22 sq um` |
| Std cell rows | `around 380` |
| Clock sinks | `a little over 8k` |
| Vertical die size | `1.02 mm` |
| Synthesized instance count | `around 15k` |
| TritonCTS Buffers | `~840` |
| RePlAce Congestion | `just over 0.9` |
| Number of H-tree levels | `6` |
| Cts repair resizes | `0` |
| Primary FF master, synth | `sky130_fd_sc_hd__edfxtp_1` |
| Post-synth tally of flip-flops with integrated enable | `a little over 8k` |
| Ys cells | `about 15k` |
| Number of synthesis warnings | `2` |
| Number of buffer cells added on primary ports | `10` |
| Worst-case clock buffer depth | `4` |
| Number of distinct library cell variants in the gate-level netlist after synthesis | `66` |
| Horizontal extent of the die | `1.02 mm` |
| Number of hold buffers added after CTS | `0` |
| Post-synthesis chip area from yosys | `about 310000 sq um` |
| Library cell used as clock root buffer | `sky130_fd_sc_hd__clkbuf_16` |
| Proportion of netlist area held by the largest area contributor | `0.784` |
| # IOs | `37` |
| Worst setup timing slack at the placement stage | `around 35 ns` |
| Total of flip-flops plus latches after synthesis | `approximately 8.2k` |
| Mapped cell area | `approximately 310000 sq um` |
| Top cells by area | `sky130_fd_sc_hd__edfxtp_1, sky130_fd_sc_hd__mux4_2, sky130_fd_sc_hd__mux2i_1` |
| Post-DP HPWL | `approximately 540 mm` |
| Fraction of the core area occupied by cells at floorplan | `0.301` |
| Setup Fix Bufs, Post-CTS | `0` |
| Register share after synthesis | `0.784` |
cells by family after synthesis:
logic type | synth area share
AOI/OAI and AO/OA | 0.0301
and+or+nand+nor | 0.0231
muxes | 0.148
DFF | 0.784
buffers and inverters | 0.0157
synthesized netlist by cell type (all sizes together), types with 3 or more instances:
cell / number
o2111ai: 5
nand4: 301
nor2b: 17
o211ai: 9
nor4: 70
nand4b: 3
o32ai: 3
a2111oi: 17
a22o: 53
and3b: 5
and2: 9
a221oi: 201
buf: 575
o22ai: 319
a211oi: 19
inv: 13
nand2: 167
nor4b: 3
a21oi: 147
o21ai: 112
nand3b: 3
clkbuf: 344
nor3: 39
a32o: 19
mux2i: 992
o311ai: 10
edfxtp: 8192
or2: 3
nand2b: 8
and4: 4
nor2: 556
nand3: 183
a211o: 11
a32oi: 27
mux2: 29
nor3b: 6
a22oi: 275
or4: 65
mux4: 1602
o2bb2ai: 10
nand4bb: 4
and3: 13
a31oi: 101
stage by stage:
stage	hold slack, ns	utilization	cell area [sq um]
3_5_place_dp	1.39	0.322	336000
3_3_place_gp	1.36	0.322	336000
2_1_floorplan	5.94	-	314000
